## ./config.mk

```make
export PLATFORM = sky130hd
export DESIGN_NAME = RegisterFile
export DESIGN_NICKNAME = RegisterFile
export VERILOG_FILES = /design/flow/design.v
export SDC_FILE = /design/flow/constraint.sdc
export NUM_CORES = 4
export LEC_CHECK = 1
export CORE_UTILIZATION = 30
```

## ./constraint.sdc

```tcl
current_design RegisterFile

set clk_period 8.3
set clk_io_pct 0.2

create_clock -name clk0 -period $clk_period [get_ports {clk}]

set non_clock_inputs [all_inputs -no_clocks]
set_input_delay [expr $clk_period * $clk_io_pct] -clock clk0 $non_clock_inputs
set_output_delay [expr $clk_period * $clk_io_pct] -clock clk0 [all_outputs]
```

## ./design.v

```verilog
module RegisterFile(clk, regWrite,
                    readRegister1, readRegister2,
                    writeRegister, writeData,
                    readData1, readData2);
    parameter WordLen = 32;
    parameter WordCount = 32;
    input regWrite, clk;
    input [$rtoi($ceil($clog2(WordCount)))-1:0] readRegister1, readRegister2, writeRegister;
    input [WordLen-1:0] writeData;
    output reg [WordLen-1:0] readData1, readData2;
    reg [WordLen-1:0] registerFile [0:WordCount-1];
    initial 
        registerFile[0] = 32'd0;
    always @(negedge clk) begin
        if (regWrite & (|writeRegister))
            registerFile[writeRegister] <= writeData;
    end
    always @(negedge clk) begin
        readData1 <= registerFile[readRegister1];
        readData2 <= registerFile[readRegister2];
    end
endmodule
```

## ./run.sh

```bash
#!/bin/bash
# OpenROAD 26Q1-2900-gdf79404cd8, Yosys 0.63+post, stock flow scripts
make -C /OpenROAD-flow-scripts/flow DESIGN_CONFIG=/design/flow/config.mk WORK_HOME=/design/flow/orfs finish
```

==> results.sh <==
# yosys + openroad results
export IMPL_ys_warn_count=1
export IMPL_dieArea_mm2=0.168
export IMPL_internal_power_mw=10.6
export IMPL_worstPathRequired_ns=4.70
export IMPL_grt_max_degree=77
export IMPL_clk_pin_slew_ns=0.04
export IMPL_post_route_util_pct=38.7
export IMPL_setup_tns_ns=0
export IMPL_rsz0062_at_grt="false"
export IMPL_drv_cap=0
export IMPL_comb_power_share_pct=7.6
export IMPL_wl_per_cell_um=22.7
export IMPL_num_io_pins=113
export IMPL_post_cts_setup_buffers=0
export IMPL_syn_to_final_growth_pct=27.8
export IMPL_placed_area_mm2=0.0559
export IMPL_yosys_area_mm2=0.0500
export IMPL_p_sw_mw=4.18
export IMPL_peakVddDrop_uv=169
export IMPL_clockBufferDepth=3
export IMPL_antenna_left=0
export IMPL_route_vias_total=35600
export IMPL_crit_type="primary input to flip-flop"
export IMPL_drv_slew=0
export IMPL_place_hpwl_um=91300
export IMPL_dp_slack_ns=0.0221
export IMPL_drc_errors=0
export IMPL_worst_pin_slew_ns=0.715
export IMPL_drive_gt1_share_pct=9.96
export IMPL_drt_iter0_drc=2438
export IMPL_initial_core_util_pct=30.3
export IMPL_die_h_um=410
export IMPL_yosysCellCount=3451
export IMPL_setup_viol=0
export IMPL_die_w_um=410
export IMPL_min_path_type="flip-flop to flip-flop"
export IMPL_grtUsageTotal_pct=20.0
export IMPL_drt_first_pass_iters=14
export IMPL_grt_pass1_vias=38500
export IMPL_startpoint="readRegister2[0]"
export IMPL_fin_ws_ns=0.754
export IMPL_swShare_pct=28.3
export IMPL_grt_first_pass_wirelength_um=233000
export IMPL_tritoncts="done"
export IMPL_seq_area_frac_synth_pct=64.0
export IMPL_arrival_ns=3.95
export IMPL_tool_warnings=1027
export IMPL_ctsHoldBuffers=0
export IMPL_cts_resized=0
export IMPL_viasPerCell=5.02
export IMPL_cp_max_fo=76
export IMPL_antenna_found_initial=11
export IMPL_gp_congestion=0.874
export IMPL_cts_sinks=1088
export IMPL_wirelength_um=161000
export IMPL_outcome="completed"
export IMPL_htreeDepth=3
export IMPL_coreArea_mm2=0.165
export IMPL_hp_start="registerFile[9][7]$_DFFE_NP_"
export IMPL_syn_avg_cell_area_um2=14.5
export IMPL_rows=149
export IMPL_max_slew_margin_pct=52.3
export IMPL_ys_types=26
export IMPL_lay_top_cells="inv_1 (1115), mux2i_1 (1024), edfxtp_1 (1024)"
export IMPL_whs_path_depth=4
export IMPL_hold_violations=0
export IMPL_total_power_mw=14.8
export IMPL_place_inst=5781
export IMPL_clockRootBuffer="clkbuf_16"
export IMPL_synth_area_mm2=0.0500
export IMPL_layout_cells_non_filler=7080
export IMPL_globalRouteOverflowTotal=0
export IMPL_finalInstanceArea_mm2=0.0640
export IMPL_p_per_area_mw_per_mm2=231
export IMPL_cts_buffers=114
export IMPL_crit_path_start_kind="primary input"
export IMPL_end_kind="flip-flop"
export IMPL_synth_cells=3451
export IMPL_lay_top_count="inv_1"
export IMPL_r2r_start="registerFile[2][13]$_DFFE_NP_"
export IMPL_io_buffer_count=112
export IMPL_p_clk_share_pct=50.1
export IMPL_power_frac_seq_pct=42.3
export IMPL_synth_flops=1088
export IMPL_r2r_cells=5
export IMPL_skew_ns=0.0330
export IMPL_p_leak_nw=27.8
export IMPL_timing_hold_ws_ns=0.611
export IMPL_clock_latency_late_pin_ns=0.73
cells in the mapped netlist:
cell         n  share of area (%)
nor3_1      64               0.64
buf_1       10              0.075
a21oi_1    192                1.9
or2_2        2              0.025
inv_1        1             0.0075
edfxtp_1  1024                 61
or3b_2       3              0.053
nor2b_1      4              0.050
mux2i_1   1024                 20
nand2_1    195                1.5
clkbuf_1    71               0.53
nor2_1      34               0.26
buf_6       37               0.83
nand3b_1     5              0.075
nand2b_1     4              0.050
buf_2       79               0.79
a22o_1     128                2.2
a31oi_1     64               0.80
clkbuf_4     4              0.060
nand3_1    194                1.9
conb_1       1             0.0075
dfxtp_1     64                2.6
and2_1       2              0.025
or3_1        1              0.013
buf_4       52               0.78
a22oi_1    192                2.9
worst paths after layout:
check | endpoint | slack, ns
setup / recovery | readData2[4]$_DFF_N_ | 0.75
hold / removal | readData2[7]$_DFF_N_ | 0.61
setup reg to reg | readData2[13]$_DFF_N_ | 6.83
hold reg to reg | readData2[7]$_DFF_N_ | 0.61
power groups by stage:
stage | Clock (mW) | Combinational [mW] | Sequential, mW
4_1_cts | 7.64 | 1.11 | 6.25
5_1_grt | 8.26 | 1.19 | 6.24
6_report | 7.40 | 1.12 | 6.24
critical path: stages:
cell	delay, ns
clkdlybuf4s50_1	0.70
nor2b_4	0.31
buf_12	0.42
a22o_1	0.24
nor3_1	0.07
a31oi_1	0.23
nand3_1	0.17
layout make-up:
type / instances / area, µm²
Sequential cell: 1088 / 32000
Antenna cell: 1 / 2.50
Timing Repair Buffer: 363 / 4200
Multi-Input combinational cell: 2140 / 16900
Clock buffer: 116 / 2900
Fill cell: 15000 / 101000
Clock inverter: 1183 / 5200
Tap cell: 2189 / 2740
registers in the layout (all words and copies together), names as in the netlist:
| signal | flops |
|---|---|
| readData1 | 32 |
| readData2 | 32 |
| registerFile | 1024 |
layer usage:
layer / up-vias / track usage (%) / wire length (µm)
met3: 276 / 13.9 / 22600
li1: 16300 / - / -
met4: 20 / 7.91 / 4480
met2: 1943 / 29.2 / 75100
met1: 17000 / 22.8 / 58300
met5: - / 0.201 / 166
cell families after synthesis:
family | count (synthesis) | synth area share (%)
AND-OR/OR-AND | 576 | 7.84
other | 1 | 0.00749
buffers and inverters | 254 | 3.08
flip-flops | 1088 | 64.0
multiplexers | 1024 | 20.5
AND/OR/NAND/NOR | 508 | 4.59
Power and IR drop assume default switching activity.
